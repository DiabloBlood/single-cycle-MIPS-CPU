File: flow/run.sh
#!/bin/bash
# OpenROAD 26Q1-2900-gdf79404cd8, Yosys 0.63+post, stock flow scripts
make -C /OpenROAD-flow-scripts/flow DESIGN_CONFIG=/design/flow/config.mk WORK_HOME=/design/flow/orfs finish
File: flow/config.mk
export PLATFORM = sky130hd
export DESIGN_NAME = MipsCPU
export DESIGN_NICKNAME = MipsCPU
export VERILOG_FILES = /design/flow/design.v
export SDC_FILE = /design/flow/constraint.sdc
export NUM_CORES = 4
export LEC_CHECK = 1
export CORE_AREA = 10 10 163 163
export DIE_AREA = 0 0 173 173
export SYNTH_HDL_FRONTEND = slang
export SYNTH_MEMORY_MAX_BITS = 65536
File: flow/constraint.sdc
current_design MipsCPU

set clk_period 4.6
set clk_io_pct 0.2

create_clock -name clk0 -period $clk_period [get_ports {clock}]

set non_clock_inputs [all_inputs -no_clocks]
set_input_delay [expr $clk_period * $clk_io_pct] -clock clk0 $non_clock_inputs
set_output_delay [expr $clk_period * $clk_io_pct] -clock clk0 [all_outputs]
File: flow/design.v
module ALU (ALUCtl, A, B, ALUOut, Zero);
	input [3:0] ALUCtl;
	input [31:0] A,B;
	output reg [31:0] ALUOut;
	output Zero;
	assign Zero = (ALUOut == 0);
	always @(ALUCtl, A, B) begin
		case (ALUCtl)
			0: ALUOut <= A & B;
			1: ALUOut <= A | B;
			2: ALUOut <= A + B;
			6: ALUOut <= A - B;
			7: ALUOut <= A < B ? 1:0;
			12: ALUOut <= ~(A | B);
			default: ALUOut <= 0;
		endcase
	end
endmodule
module ALUControl (ALUOp, FuncCode, ALUCtl);
	input [1:0] ALUOp;
	input [5:0] FuncCode;
	output reg [3:0] ALUCtl;
	always @(ALUOp, FuncCode) begin
	if(ALUOp == 0)
		ALUCtl <= 2;     
	else if(ALUOp == 1)
		ALUCtl <= 6;		 
	else
		case(FuncCode)
			32: ALUCtl <= 2;  
			34: ALUCtl <= 6;  
			36: ALUCtl <= 0;  
			37: ALUCtl <= 1;  
			39: ALUCtl <= 12;  
			42: ALUCtl <= 7;  
			default: ALUCtl <= 15;  
		endcase
	end
endmodule
module Add_ALU(PCout, ShiftOut, Add_ALUOut);
	input [31:0] PCout;
	input [31:0] ShiftOut;
	output reg [31:0] Add_ALUOut;
	always @(*) begin
		Add_ALUOut <= PCout + ShiftOut;
	end
endmodule
module AndGate(Branch, Zero, AndGateOut);
	input Branch;
	input Zero;
	output reg AndGateOut;
	always @(*) begin
		AndGateOut <= Branch && Zero;
	end
endmodule
module DataMemory (clock, address, MemWrite, MemRead, WriteData, ReadData);
	input clock;
	input [6:0] address;
	input MemWrite, MemRead;
	input [31:0] WriteData; 
	output reg [31:0] ReadData;
	reg [31:0] Mem[0:127];  
	initial begin
		Mem[0] = 5;
		Mem[1] = 6;
		Mem[2] = 7;
	end
	always @ (posedge clock) begin
		if (MemWrite == 1)
			Mem[address[6:2]] <= WriteData;
	end
	always @(negedge clock) begin
		if (MemRead == 1)
			ReadData <= Mem[address[6:2]];
	end	
endmodule
module InstMem(clock, address, inst);
	input clock;
	input [31:0] address;
	output reg [31:0]	inst;
	reg [31:0] Mem [0:127];
	initial begin
		$readmemh("Instruction.txt", Mem, 0, 5);
	end
	always @( posedge clock) begin
		inst <= Mem[address[31:2]];
	end
endmodule
module MainControl(
	input [5:0] Opcode,
	output reg RegDst, RegWrite, ALUSrc,
	output reg MemtoReg, MemRead, MemWrite,
	output reg Branch,
	output reg [1:0] ALUOp);
	always @(*) begin
		case(Opcode)
			0: begin
				RegDst 		<= 1;
				ALUSrc 		<= 0;
				MemtoReg		<= 0;
				RegWrite		<= 1;
				MemRead		<= 0;
				MemWrite		<= 0;
				Branch		<= 0;
				ALUOp			<= 2'b10;;
			end
			35: begin
				RegDst 		<= 0;
				ALUSrc 		<= 1;
				MemtoReg		<= 1;
				RegWrite		<= 1;
				MemRead		<= 1;
				MemWrite		<= 0;
				Branch		<= 0;
				ALUOp			<= 2'b00;;
			end
			43: begin
				RegDst 		<= 0;
				ALUSrc 		<= 1;
				MemtoReg		<= 0;
				RegWrite		<= 0;
				MemRead		<= 0;
				MemWrite		<= 1;
				Branch		<= 0;
				ALUOp			<= 2'b00;
			end
			4: begin
				RegDst 		<= 0;
				ALUSrc 		<= 0;
				MemtoReg		<= 0;
				RegWrite		<= 0;
				MemRead		<= 0;
				MemWrite		<= 0;
				Branch		<= 1;
				ALUOp			<= 2'b01;
			end
		endcase
	end
endmodule
module MipsCPU(clock, reset, 
					PCin,PCout,
					inst,
					RegDst, RegWrite, ALUSrc, MemtoReg, MemRead, MemWrite, Branch,
					ALUOp,
					WriteReg,
					ReadData1, ReadData2,
					Extend32,
					ALU_B,
					ShiftOut,
					ALUCtl,
					Zero,
					ALUOut,
					Add_ALUOut,
					AndGateOut,
					ReadData,
					WriteData_Reg);
	input clock;
	input reset;
	output wire [31:0] PCin, PCout;
	PC pc_0(
		.clock(clock),
		.reset(reset),
		.PCin(PCin),
		.PCout(PCout)	
	);
	output wire [31:0] inst;
	InstMem instmem_0(
		.clock(clock),
		.address(PCin),
		.inst(inst)	
	);
	output wire RegDst, RegWrite, ALUSrc, MemtoReg, MemRead, MemWrite, Branch;
	output wire [1:0] ALUOp;
	MainControl main_control_0(
		.Opcode(inst[31:26]),
		.RegDst(RegDst),
		.RegWrite(RegWrite),
		.ALUSrc(ALUSrc),
		.MemtoReg(MemtoReg),
		.MemRead(MemRead),
		.MemWrite(MemWrite),
		.Branch(Branch),
		.ALUOp(ALUOp)	
	);
	output wire [4:0]  WriteReg;
	Mux1 mux1_0(
		.inst20_16(inst[20:16]),
		.inst15_11(inst[15:11]),
		.RegDst(RegDst),
		.WriteReg(WriteReg)	
	);
	output wire [31:0] ReadData1, ReadData2;
	RegFile regfile_0(
		.clock(clock),
		.ReadReg1(inst[25:21]),
		.ReadReg2(inst[20:16]),
		.RegWrite(RegWrite),
		.WriteReg(WriteReg),	
		.WriteData(WriteData_Reg),
		.ReadData1(ReadData1),
		.ReadData2(ReadData2)	
	);
	output wire [31:0] Extend32;
	SignExtend sign_extend_0(
		.inst15_0(inst[15:0]),
		.Extend32(Extend32)
	);
	output wire [31:0] ALU_B;
	Mux2 mux2_0(
		.ALUSrc(ALUSrc),
		.ReadData2(ReadData2),
		.Extend32(Extend32),
		.ALU_B(ALU_B)	
	);
	output wire [31:0] ShiftOut;
	ShiftLeft2 shift_left2_0(
		.ShiftIn(Extend32),
		.ShiftOut(ShiftOut)
	);
	output wire [3:0] ALUCtl;
	ALUControl alu_control_0(
		.ALUOp(ALUOp),
		.FuncCode(inst[5:0]),
		.ALUCtl(ALUCtl)	
	);
	output wire Zero;
	output wire [31:0] ALUOut;
	ALU alu_0(
		.A(ReadData1),
		.B(ALU_B),
		.ALUCtl(ALUCtl),
		.ALUOut(ALUOut),
		.Zero(Zero)
	);
	output wire [31:0] Add_ALUOut;
	Add_ALU add_alu_0(
		.PCout(PCout),
		.ShiftOut(ShiftOut),
		.Add_ALUOut(Add_ALUOut)	
	);
	output wire AndGateOut;
	AndGate and_gate_0(
		.Branch(Branch),
		.Zero(Zero),
		.AndGateOut(AndGateOut)
	);
	Mux4 mux4_0(
		.PCout(PCout),
		.Add_ALUOut(Add_ALUOut),
		.AndGateOut(AndGateOut),
		.PCin(PCin)
	);
	output wire [31:0] ReadData;
	DataMemory  data_memory_0(
		.clock(clock),
		.address(ALUOut),
		.MemWrite(MemWrite),
		.MemRead(MemRead),
		.WriteData(ReadData2),
		.ReadData(ReadData)
	);
	output wire[31:0] WriteData_Reg;
	Mux3 mu3_0(
	.ReadData(ReadData),
	.ALUOut(ALUOut),
	.WriteData_Reg(WriteData_Reg)
	);	
endmodule
module Mux1(inst20_16, inst15_11, RegDst, WriteReg);
	input [20:16] inst20_16;
	input [15:11] inst15_11;
	input RegDst;
	output reg [4:0] WriteReg;
	always @ (RegDst, inst20_16, inst15_11) begin
		case(RegDst) 
			0 : WriteReg <= inst20_16;
			1 : WriteReg <= inst15_11;
		endcase
	end
endmodule
module Mux2 (ALUSrc, ReadData2, Extend32, ALU_B);
	input ALUSrc;
	input [31:0] ReadData2,Extend32;	
	output reg [31:0] ALU_B;
	always @(ALUSrc, ReadData2, Extend32) begin
		case (ALUSrc)
			0: ALU_B <= ReadData2 ;
			1: ALU_B <= Extend32;
		endcase
	end
endmodule
module Mux3 (ReadData, ALUOut, MemtoReg, WriteData_Reg);
	input [31:0] ReadData, ALUOut;
	input MemtoReg;	
	output reg [31:0] WriteData_Reg;
	always @(*) begin
		case (MemtoReg)
			0: WriteData_Reg <= ALUOut ;
			1: WriteData_Reg <= ReadData;
		endcase
	end
endmodule
module Mux4 (PCout, Add_ALUOut, AndGateOut, PCin);
	input [31:0] PCout, Add_ALUOut;
	input AndGateOut;	
	output reg [31:0] PCin;
	initial begin
		PCin <= 0;
	end
	always @(*) begin
		case (AndGateOut)
			0: PCin <= PCout ;
			1: PCin <= Add_ALUOut;
		endcase
	end
endmodule
module PC(clock, reset, PCin, PCout);
	input clock, reset;
	input [31:0] PCin;
	output reg [31:0] PCout;
	always @(posedge clock) begin
		if (reset == 1) 
			PCout <= 0;
		else 
			PCout <= PCin + 4; 
	end
endmodule
module RegFile(clock, RegWrite, ReadReg1, ReadReg2, WriteReg, WriteData, ReadData1, ReadData2);
	input clock;
	input RegWrite;
	input [4:0] ReadReg1, ReadReg2, WriteReg;
	input [31:0] WriteData;
	output [31:0] ReadData1, ReadData2;
	reg [31:0] reg_mem [0:31];
	initial begin
		reg_mem[0] <= 0;
		reg_mem[1] <= 8;
		reg_mem[2] <= 20;
	end
	assign ReadData1 = reg_mem[ReadReg1];
	assign ReadData2 = reg_mem[ReadReg2];
	always @(posedge clock) begin
		if (RegWrite == 1)
			reg_mem[WriteReg] = WriteData;
	end	
endmodule
module ShiftLeft2 (ShiftIn, ShiftOut);
	input [31:0] ShiftIn;
	output reg [31:0] ShiftOut;
	always @(ShiftIn) begin
		ShiftOut = ShiftIn << 2;
	end 
endmodule
module SignExtend (inst15_0, Extend32);
	input [15:0] inst15_0;
	output reg [31:0] Extend32;
	always @(inst15_0) begin
		Extend32[31:0] <= inst15_0[15:0];
	end
endmodule
==> summary.txt <==
grt ovf -> 0
DRT Pass-1 Iters -> 4
CTS clk-pin slew, worst paths -> 0.05 ns
leakage power -> 1.809 nW
worst vdd ir -> 0.1099 mV
P_int -> 0.5291 mW
Init Core Util -> 0.1844
Top area cell types -> buf_4 67%, dfxtp_1 14%, a21oi_1 1.8%
worst reg2reg path startpoint -> pc_0.PCout[4]$_SDFF_PP0_
YS warnings -> 1
Clk Latency, worst-skew pair -> 0.27 ns
WHS -> 0.5074 ns
Syn Inst Count -> 539
tool warnings -> 25
Async SR Flop Fraction -> 0
fin crit share -> 0.4968
vias in the first global route -> 2,600
setup TNS -> 0 ns
drt initial violations -> 57
Max-area cell share -> 0.6663
Seq share, synth -> 0.1425
slowest CP cell -> clkdlybuf4s50_1
via count -> 2,359
post-route ant nets -> 0
drc violations -> 0
GPL Wtd Cong -> 0.7999
vias per cell -> 2.675
largest reg by FF count -> pc_0.PCout
CTS tree -> yes
DIE HEIGHT -> 173 um
WS Path Type -> reg2out
diodes inserted -> 0
clock sinks -> 30
Crit path largest cell delay -> 0.55 ns
most common logic cells in the final layout -> 314 x conb_1, 91 x clkdlybuf4s50_1, 30 x dfxtp_1
most numerous logic cell after layout -> conb_1
setup violators final -> 0
drt total wl -> 9950 um
ys cells -> 539
Final HPWL DP -> 8845 um
clk_skew -> 0.004373 ns
post-CTS resize count -> 0
largest area contributor in the synthesized netlist -> buf_4
Req. time, crit path -> 3.68 ns
max frequency -> 437.6 MHz
Rows -> 55
Port Buffers -> 91
hold worst-path end -> pc_0.PCout[2]$_SDFF_PP0_
status -> completed
fin util -> 0.1754
CP Capture Type -> output port
root buffer cell -> clkbuf_16
cells along the critical path -> clkdlybuf4s50_1
area grow syn2layout -> -4.929%
ys flop type -> dfxtp_1
first-pass GRT wire length -> 14,590 um
combinational share of power -> 0.064
initial antenna violation count -> 0
Syn Area/Cell -> 7.818 um^2
Synth flops -> 30
Core Region -> 22,850 um^2
CTS Buffer Depth -> 2
largest net degree at the start of global routing -> 34
max reg flops -> 30
WP data arrival -> 1.37 ns
setup bufs post-CTS -> 0
WL/cell -> 11.28 um
Relative slew margins -> 0.4746
layout cell share with drive strength beyond 1 -> 0.03163
clock group share of total power -> 0.541
class of the worst hold path -> reg2reg
Hold Fails Final Rpt -> 0
Unique cell types -> 31
Global Route Usage Sum -> 0.05791
PD cells -> 168.3 nW/um^2
Largest delay share family, worst path -> buffers and inverters
hold wc startpoint -> pc_0.PCout[2]$_SDFF_PP0_
Worst-Margin Slew -> 0.7881 ns
Top Registers -> pc_0.PCout (30)
flip-flops with a built-in enable -> 0
fill count -> 2,570
Max Cap Viol -> 0
Seq pwr share -> 0.395
Tot Pwr -> 0.6742 mW
Sw Ratio -> 0.2151
Worst setup SP type -> register
CTS Hold Bufs -> 0
Max Slew Vio Count -> 0
number of I/O pins -> 406
mapped cell area -> 4214 um^2
chip area line of the yosys report -> 4214 um^2
Chip Width -> 173 um
Psw -> 0.1450 mW
H-tree lvl count -> 2
Max Fanout on Critical Path -> 8
die area -> 29,930 um^2
RSZ-0062 raised after global routing -> false
CTS Buf Count -> 5
Buf/Inv on CP -> 1
Worst R2R Path Depth -> 4
hold depth -> 1
slack of the worst reg-to-reg path -> 2.40 ns
min cycle time layout -> 2.285 ns
Reg-to-Reg End -> pc_0.PCout[31]$_SDFF_PP0_
worst max-delay path by stage:
stage / start / to / slack (ns) / cells past startpoint
finish: pc_0.PCout[7]$_SDFF_PP0_ / PCout[7] / 2.31 / 1
global route: pc_0.PCout[7]$_SDFF_PP0_ / PCin[7] / 2.21 / 1
CTS: pc_0.PCout[7]$_SDFF_PP0_ / PCout[7] / 2.27 / 1
cells by family (layout without fill, tap and decap cells):
| logic type | Yosys count | in the layout | share of synthesized area |
|---|---|---|---|
| compound gates | 30 | 30 | 0.04038 |
| simple gates | 78 | 78 | 0.1036 |
| other cells | 2 | 314 | 0.001782 |
| xor+xnor | 10 | 10 | 0.02079 |
| flops | 30 | 30 | 0.1425 |
| fa+ha+maj | 1 | 1 | 0.002969 |
| buf+inv | 385 | 103 | 0.6799 |
| mux | 3 | 3 | 0.008016 |
final cells by class:
cell class / instances / area, um^2 / share of cell area
timing repair buffer: 92 / 918.4 / 0.2292
clock buffer: 5 / 125.1 / 0.03123
tap: 313 / 391.6 / 0.09775
multi-input combinational: 436 / 1919 / 0.4791
sequential: 30 / 600.6 / 0.1499
clock inverter: 3 / 40.04 / 0.009994
inverter: 3 / 11.26 / 0.002811
through the flow:
step,cells,instance area [um^2],setup slack [ns]
4_1_cts,882,4006,2.268
6_report,882,4006,2.315
3_5_place_dp,874,3841,2.392
5_1_grt,882,4006,2.206
2_1_floorplan,851,5385,2.698
3_3_place_gp,874,3841,2.406
layer usage:
metal  vias to the layer above  global-route usage  routed length [um]
met1                      1076             0.06025                3598
met5                         -                   0                   0
met2                       182              0.1045                5186
met3                         6             0.03164                1135
met4                         0            0.003234                  29
li1                       1095                   -                   -
power by group through the flow:
stage / logic [mW] / clock network (mW) / registers, mW
finish: 0.0433 / 0.365 / 0.266
CTS: 0.0521 / 0.374 / 0.266
global route: 0.0615 / 0.391 / 0.267
Yosys cell counts (all sizes together) (3+ instances only):
cell / n
and3: 3
nand4: 5
nor4: 3
o31ai: 8
nand2: 12
nand3: 10
and4: 3
or3: 7
o21ai: 7
buf: 377
xnor2: 8
mux2: 3
dfxtp: 30
nor2b: 4
nor3: 4
nor2: 15
clkbuf: 5
a21oi: 15
inv: 3
or4: 9
Power is estimated from default activity; no workload was simulated.
